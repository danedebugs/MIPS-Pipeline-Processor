==> flow/design.v <==
`timescale 1ns / 1ps
module DataMemory # (parameter AW = 32,DW = 32)
(input[AW-1:0] DMA,WriteData, output reg [DW-1:0] DataOut, input WE,clk
    );
    reg signed[31:0] Register[0:255];
   initial 
    $readmemb("Datamem.mem",Register);
    always @ (posedge clk)
    begin
    if(WE)
    Register[DMA] <= WriteData;
    end
    always @* begin
      DataOut = Register[DMA];
    end
endmodule
==> flow/run.sh <==
#!/bin/bash
# OpenROAD 26Q1-2900-gdf79404cd8, Yosys 0.63+post, stock flow scripts
make -C /OpenROAD-flow-scripts/flow DESIGN_CONFIG=/design/flow/config.mk WORK_HOME=/design/flow/orfs finish
==> flow/config.mk <==
export PLATFORM = sky130hd
export DESIGN_NAME = DataMemory
export DESIGN_NICKNAME = DataMemory
export VERILOG_FILES = /design/flow/design.v
export SDC_FILE = /design/flow/constraint.sdc
export NUM_CORES = 4
export LEC_CHECK = 1
export CORE_UTILIZATION = 30
export SYNTH_HDL_FRONTEND = slang
export SYNTH_MEMORY_MAX_BITS = 65536
==> flow/constraint.sdc <==
current_design DataMemory

set clk_period 70.2
set clk_io_pct 0.2

create_clock -name clk0 -period $clk_period [get_ports {clk}]

set non_clock_inputs [all_inputs -no_clocks]
set_input_delay [expr $clk_period * $clk_io_pct] -clock clk0 $non_clock_inputs
set_output_delay [expr $clk_period * $clk_io_pct] -clock clk0 [all_outputs]
==> run summary <==
Results of the implementation run.

The via count of the first global-routing pass was roughly 160k. After Yosys synthesis, XOR and XNOR cells account for 0% of the synthesized area. The last weighted congestion value of the routability-driven placer came out at between 0.8 and 0.9. STA lists the startpoint of the worst hold path as WriteData[27].

The worst-case setup slack after placement came out at 33.90 ns. For reference, full adder, half adder and majority cells occupy 0% of the area reported after synthesis. The critical path arrival came out at between 20 and 25 ns. For the worst setup path, the data required time is about 56 ns. Adding up every negative setup slack in the final design gives 0 ns.

For this run, the final setup violation count is recorded as 0. The simple-gate area share of the yosys netlist came out at less than 1%. From left edge to right edge, the die measures slightly above 1000 um. Yosys reported that registers with async set or reset make up 0%. The leftover overflow at the end of global routing is 0. The critical path buffer and inverter count is 10. Note that the worst hold path type here is in2reg. The most common cell in the netlist is edfxtp_1. The number of rows created at floorplan is 372. The fraction of post-synthesis cell area in the top cell type by area came out at 79.8%. Yosys shows that the main logic family after synthesis is multiplexers. The cell family contributing the most delay on the critical path is buffers and inverters. The number of design-rule violations left by the first detailed-router iteration came out at 9218. The highest net fanout along the worst path came out at between 60 and 70. TritonCTS reports the number of clock sinks as 8192. The fraction of power consumed by sequential logic is a little over half. The total die size is between 1000000 and 1500000 um2.

The cell area after synthesis is 308000 um2. The iteration tally of the first detailed-router pass is 8. The report puts the hold buffer count at CTS at 0. Per the layout report, the design carries just over 90000 filler cells.

The first global-routing pass estimated roughly 1200000 um of wire. The clock transition at the registers of the reported paths came out at about 0.060 ns. The dominant cell type by area after synthesis is edfxtp_1. The count of cell types in the netlist came out at 21. The power report attributes to the combinational group a share of 4.8%.

The final tally of max-slew violations is 0. The worst path setup slack after routing is 34.20 ns. The vertical die size is between 1000 and 1500 um.

The per-cell routed wire length came out at between 20 and 30 um. The via count came out at about 140k. The quantity of gates resized following cts is 0.

The layout report lists the combined flip-flop and latch area as around 250000 um2. The terminating pin of the worst hold path is Register[20][27]. The starting density of the core came out at 30.1%.

The maximum level of the CTS H-tree is 6. The total of buffers placed on input and output ports came out at approximately 73. The count of buffers added by post-CTS timing repair for setup came out at 0.

The share of layout cells above drive strength 1 came out at between 20% and 30%. In the routed design, unresolved DRC markers number 0. For this run, the leading register cell type out of synthesis is edfxtp_1. The main area contributors are edfxtp_1 80%, mux4_2 15%, a22oi_1 2.5%.

Across every metal layer, demand over resource in global routing totals 17.1%. The number of synthesized flops with an enable pin is about 8200. The smallest clock period supported by the final layout is computed as 36.00 ns.

The cell depth of the worst min-delay path came out at 1. The timing-limited maximum frequency is 27.8 MHz. Summing all multi-input logic gate instances after layout gives between 60000 and 70000 um2.

The power density over the cells is ~28 nW/um2. The final critical path takes up between 50% and 60% of the cycle. The run finished with clean final reports.

Register holds more flip-flops than any other register. The fraction of the yosys area taken by sequential cells came out at 79.8%. The half-perimeter wire length after detailed placement came out at 467000 um.

The synthesis log from Yosys contains 0 warnings. For reference, the critical path cell chain is buf_16, buf_4, buf_4, buf_4, buf_4, buf_4, buf_4, buf_12, mux4_2, a22oi_1, a21oi_1, buf_4, o41ai_1, nand4_1, clkdlybuf4s50_1. Setup repair after global routing left no endpoint under its margin. The worst max-slew margin expressed relative to the limit came out at between 10% and 20%. The cell count after synthesis came out at 13100. The root buffer cell chosen for the clock tree is clkbuf_16. The clock tree from TritonCTS is built. The per-instance average area after synthesis came out at 23.6 um2. The max-cap violation count is 0. The fraction of power spent switching nets is roughly 21%. The slew at the pin closest to its max-slew limit is roughly 1.2 ns.

The sum of routed wire length over all layers is 828000 um. The post-synthesis to final-layout area growth came out at 16.0%. Yosys reports the multiplexer fraction of the synthesized area as about 15%. The leakage power in the latest report is between 100 and 150 nW. The clock power share is between 40 and 50%. The startpoint kind of the worst setup timing path is a primary input. The maximum single-stage delay on the critical path came out at 0.83 ns.

The number of CTS-inserted buffers came out at about 800. The largest registers in the layout are Register (8192). The internal power summed over all cells is 7.85 mW. The detail-routed via count per cell came out at around 5.1.

The flip-flop and latch count after synthesis came out at roughly 8000. The maximum number of pins on one net before global-route repair is approximately 110. The endpoint type of the worst setup path is an output port. The worst hold slack came out at roughly 13 ns.

The number of antenna violations at the first check in global routing is 34. The category of the most critical setup path is in2out. The area fraction in compound gates came out at under 10%. The number of warnings in the stage logs came out at between 50 and 60. The count of instantiated cells in the yosys netlist came out at about 13000.

The register with the most flip-flops in the layout has just over 8000 of them. The cell that appears most often on the critical path is buf_4. In this run the count of I/O pins placed on the die edge is roughly 98. The switching power came out at about 2.1 mW.

The number of endpoints with negative hold slack in the final report came out at 0. The number of nets with antenna violations after routing is 0. The worst IR drop on VDD is about 0.028 mV. The largest individual stage delay along the critical path comes from the cell nand4_1. The worst-case clock buffer depth came out at 4.

The commonest cells after synthesis are 8192 x edfxtp_1, 2048 x mux4_2, 1024 x a22oi_1, 512 x a21oi_1, 498 x clkbuf_1. The summed standard-cell area reported by yosys came out at 308000 um2. The area of the core came out at between 1000000 and 1500000 um2.
[cell families after synthesis]
| group | count (synthesis) |
|---|---|
| simple gates | 354 |
| flops | 8192 |
| mux | 2048 |
| buf+inv | 797 |
| compound gates | 1664 |
[worst max-delay path by stage]
| stage | startpoint | to | cells after the start |
|---|---|---|---|
| finish | DMA[0] | DataOut[11] | 15 |
| CTS | DMA[0] | DataOut[11] | 15 |
| global route | DMA[0] | DataOut[11] | 15 |
[metal layers]
metal	share of wire [%]	track usage, %
met1	29	16.5
met2	46	25.2
met3	20	15.6
met4	5.0	6.71
met5	0.23	1.31
[layout by cell type, fill, tap and decap left out, drive strengths merged]
cell type,count
clkinv,368
edfxtp,8192
clkdlybuf4s50,39
a21oi,512
o41ai,128
nand2,28
a22oi,1024
or2,2
diode,24
nor2b,7
mux4,2048
or3,1
nand2b,6
inv,20
nand4,32
nor2,232
nand3,13
clkbuf,1026
clkinvlp,12
buf,872
nor3,30
and2,3
bufinv,45
[power by group through the flow]
stage	registers (mW)	logic, mW	clock network (mW)
6_report	5.39	0.476	4.13
4_1_cts	5.39	0.481	4.20
5_1_grt	5.39	0.507	4.38
[through the flow]
| step | util [%] | power [mW] | std cells | cell area, um2 |
|---|---|---|---|---|
| 2_1_floorplan | - | 5.73 | 13100 | 308000 |
| 3_3_place_gp | 32.4 | 5.97 | 26800 | 332000 |
| 3_5_place_dp | 32.4 | 5.98 | 26800 | 332000 |
| 4_1_cts | 34.9 | 10.1 | 28300 | 358000 |
| 5_1_grt | 34.9 | 10.3 | 28300 | 358000 |
| 6_report | 34.9 | 10.0 | 28300 | 358000 |
[cell type report]
type / instances / area share (%)
repair buffers: 911 / 2.07
diodes: 24 / 0.0168
flip-flops and latches: 8192 / 68.8
well taps: 13700 / 4.77
multi-input cells: 4066 / 17.3
clock buffers: 1026 / 5.90
inverters: 1 / 0.00105
clock inverters: 444 / 1.16
Power is estimated from default activity; no workload was simulated.

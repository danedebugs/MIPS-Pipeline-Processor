--- ./constraint.sdc ---
current_design PLFF13

set clk_period 1.0
set clk_io_pct 0.2

create_clock -name clk0 -period $clk_period [get_ports {clk}]

set non_clock_inputs [all_inputs -no_clocks]
set_input_delay [expr $clk_period * $clk_io_pct] -clock clk0 $non_clock_inputs
set_output_delay [expr $clk_period * $clk_io_pct] -clock clk0 [all_outputs]
--- ./run.sh ---
#!/bin/bash
# OpenROAD 26Q1-2900-gdf79404cd8, Yosys 0.63+post, stock flow scripts
make -C /OpenROAD-flow-scripts/flow DESIGN_CONFIG=/design/flow/config.mk WORK_HOME=/design/flow/orfs finish
--- ./config.mk ---
export PLATFORM = sky130hd
export DESIGN_NAME = PLFF13
export DESIGN_NICKNAME = PLFF13
export VERILOG_FILES = /design/flow/design.v
export SDC_FILE = /design/flow/constraint.sdc
export NUM_CORES = 4
export LEC_CHECK = 1
export CORE_AREA = 10 10 185 185
export DIE_AREA = 0 0 195 195
export SYNTH_HDL_FRONTEND = slang
--- ./design.v ---
`timescale 1ns / 1ps
module PLFF13(input clk,clr, input RFWED,MtoRFSelD,DMWED,BranchD,ALUInSelD,RFDSelD,input [3:0] ALUSelD,
input [31:0] RFRD1,RFRD2,SImmD, PCp1D, input [4:0]rtD,rdD,rsD, output reg [3:0] ALUSelE, output reg RFWEE,MtoRFSelE,DMWEE,BranchE,ALUInSelE,RFDSelE,
output reg[31:0] DMdInE,ALUIn1E,SImmE,PCp1E,output reg [4:0] rtE,rdE,rsE
    );
    always @ (posedge clk) begin
    if(clr) begin
    RFWEE<=0;
    MtoRFSelE<=0;
    DMWEE<=0;
    BranchE<= 0;
    ALUInSelE<=0;
    RFDSelE<=0;
    ALUIn1E<=0;
    DMdInE<= 0;
    SImmE<=0;
    PCp1E<=0;
    rtE <= 0;
    rdE<=0;
    rsE <=0;
    end
    else
    begin
    RFWEE<=RFWED;
    MtoRFSelE<=MtoRFSelD;
    DMWEE<=DMWED;
    BranchE<= BranchD;
    ALUSelE<=ALUSelD;
    ALUInSelE<=ALUInSelD;
    RFDSelE<=RFDSelD;
    ALUIn1E<=RFRD1;
    DMdInE<= RFRD2;
    SImmE<=SImmD;
    PCp1E<=PCp1D;
    rtE <= rtD;
    rdE<=rdD;
    rsE<= rsD;
    end
    end
endmodule
==> run notes <==
Physical design

Derived from the worst setup path, the maximum achievable clock frequency is 905 MHz. The number of remaining DRC errors stands at 0. The total count of hold-check failures in the final report stands at 0. The flow reported a cell area power density of 1890 mW/mm2. The routed length per instance stands at between 10 and 15 um. The total of endpoints with negative setup slack in the final report stands at 153. The number of distinct library cell variants in the gate-level netlist after synthesis stands at 6. In the log, the iteration count for the first detailed-route pass is 4.

The critical path starts at ALUSelE[1]. The most used flip-flop cell after synthesis is sky130_fd_sc_hd__dfxtp_1. STA reports the tightest min-delay check as being of type input pin to flop. The post-CTS clock slew at the launch and capture registers of the worst setup and hold paths stands at 0.06 ns. The design internal power stands at between 0.01 and 0.015 W. Once the clock tree was built, the resizer swapped 521 gates to a different size. Combinational cells account for 8.6% of the total power.

Looking at the clock tree report, the H-tree level count equals 4. The area fraction of the dominant cell type after synthesis stands at 72.4%. From bottom edge to top edge, the die measures between 150 and 200 um.

The ratio of routed vias to standard cells stands at 3.04. For this block, the via count after detailed routing is 3172. Input and output buffers added on the ports amount to 307. The timing report attributes the biggest portion of critical-path delay to flip-flops.

After its last routability iteration, the placer logged a weighted congestion of 0.746. Counting flops and latches in the post-synthesis netlist gives around 150. The post-synthesis instance total stands at 319. The async set-or-reset flop fraction in the synthesized netlist stands at 0%. Summing all placed instances gives a cell area of just under 0.008 mm2. The arrival time of the worst setup path stands at 0.90 ns. Global routing consumed, on the met3 layer, 4.13% of the routing resources. The number of antenna diodes in the final layout is 0. In the Yosys report the total cell count is 319. The script computed the net switching share of total power as 19.8%. The max-slew check reports its worst relative slack as a little over four fifths. Per the OpenROAD floorplan log, the area of the die is 0.0380 mm2.

Pins over their slew limit in the final report were tallied at 0. The met2 demand-to-capacity share in global routing stands at 12.4%. At the floorplan stage, the core utilization is reported as between 10% and 20%. The delay of the slowest critical-path stage stands at about 0.35 ns. The via count of the first global-routing pass was 3311. Measured on the finished design, the core utilization comes to between 20% and 30%. The first global-routing pass estimated 22.2 mm of wire. Per the final layout report, the fraction of cells sized above drive strength 1 comes to 34.7%. The sequential share of power stands at 45.5%. The worst setup path is launched from a flop.

Following the worst setup path forward leads to its endpoint at ALUSelE[1]. The worst IR drop on VDD stands at roughly 1.2 mV. The number of max-capacitance violations reported stands at 0. The stage-log warning count stands at 27. The report lists the cells along the critical path as buf_2. After global routing, the most crowded layer is met2. The number of cell rows stands at 64. For this run, the chip area from Yosys synthesis comes to 0.00412 mm2.

The critical path depth in cells stands at 1. For this block, the initial DRC count from the detailed router was 69. On met1, the global router reports a usage of 8.99%.

The run finished, with violations left. The average size of a mapped cell stands at 12.9 um2. Across all setup checks in the final design, the least slack found is -0.104 ns.

The clock network fraction of total power stands at 45.9%. Entering global routing, the biggest net connects roughly 41 pins. The minimum clock period stands at approximately 1.1 ns. The worst setup path is captured at a primary output.

The total clock sinks stands at around 150. The finished cells cover 0.00761 mm2. For reference, the most critical setup path is categorized as flop to primary output. The count of antenna-violating nets left after detailed routing stands at 0. The transition time recorded at the tightest slew-check pin is 0.237 ns.

The leftover overflow at the end of global routing stands at 0. The horizontal extent of the die stands at 195 um. TritonCTS built the clock tree. The count of flip-flops with a built-in enable after synthesis stands at 4. Setup repair after global routing could not meet its margin everywhere. For this design the static power due to leakage is 3.30 nW.

The CTS buffer count stands at 17. The number of top-level pins stands at approximately 310. The biggest area contributor in the post-synthesis netlist is sky130_fd_sc_hd__dfxtp_1. The initial antenna violation count was 1.

The count of synthesis-stage warnings from yosys stands at 0. The largest individual stage delay along the critical path comes from the cell sky130_fd_sc_hd__edfxtp_1. The maximum fanout count along the critical path stands at 1. The checks that failed: negative setup slack. The switching power summed over all nets stands at 0.00285 W. The aggregate routed wire length stands at between 15 and 20 mm.

In the global route stage, overall resource usage came out at 7.66%. The critical path endpoint has a required time of around 0.80 ns. The tree is rooted in a sky130_fd_sc_hd__clkbuf_16. For reference, the top cells by count after synthesis are sky130_fd_sc_hd__dfxtp_1 (149), sky130_fd_sc_hd__nor2b_1 (149), sky130_fd_sc_hd__buf_2 (15), sky130_fd_sc_hd__edfxtp_1 (4). The post-CTS hold buffer count recorded in the log is 0. Ranked by total cell area, the synthesized netlist is headed by sky130_fd_sc_hd__dfxtp_1 (72%), sky130_fd_sc_hd__nor2b_1 (23%), sky130_fd_sc_hd__edfxtp_1 (2.9%). The sum of buffers and inverters on the critical path stands at 1.

The buffers inserted during post-CTS setup optimization stands at 0. Before any placement, the netlist area is recorded as around 0.0041 mm2. In this run the standard cell core region covers 0.0304 mm2.

In this run the layout overhead on the synthesized area is reported as 84.6%. The worst path uses 110% of the clock period. The final HPWL from detailed placement stands at 12.0 mm. The sequential element share of the synthesized area stands at 75.3%. The maximum buffer depth of the clock tree stands at 2.
[per-stage QoR]
stage          hold slack, ns  total power (W)  setup TNS [ns]  setup slack (ns)  instances
2_1_floorplan           0.299          0.00686               0             0.236        319
3_3_place_gp            0.533          0.00824          -0.379           -0.0841       1013
3_5_place_dp            0.539          0.00825          -0.289           -0.0644       1013
4_1_cts                0.0492           0.0147          -11.69            -0.150       1042
5_1_grt                0.0723           0.0151          -13.40            -0.181       1042
6_report               0.0753           0.0144           -4.46            -0.104       1042
[metal layers]
metal,part of all wire [%],routed length (um),vias to the layer above
li1,-,-,1594
met1,40,6020,1379
met2,47,7110,178
met3,11,1640,19
met4,1.8,267,2
met5,0.086,13,-
[cell families after synthesis]
group	count (synthesis)	synth area share, %
flops	153	75.3
simple gates	149	22.6
buf+inv	17	2.09
[placed cells by master, fill, tap and decap left out]
| cell | n |
|---|---|
| sky130_fd_sc_hd__inv_1 | 1 |
| sky130_fd_sc_hd__buf_2 | 147 |
| sky130_fd_sc_hd__inv_6 | 1 |
| sky130_fd_sc_hd__clkbuf_16 | 17 |
| sky130_fd_sc_hd__clkbuf_8 | 4 |
| sky130_fd_sc_hd__inv_4 | 1 |
| sky130_fd_sc_hd__dfxtp_1 | 114 |
| sky130_fd_sc_hd__edfxtp_1 | 4 |
| sky130_fd_sc_hd__clkdlybuf4s50_1 | 153 |
| sky130_fd_sc_hd__buf_6 | 6 |
| sky130_fd_sc_hd__dfxtp_2 | 35 |
| sky130_fd_sc_hd__nor2b_1 | 149 |
| sky130_fd_sc_hd__buf_4 | 5 |
| sky130_fd_sc_hd__buf_12 | 3 |
| sky130_fd_sc_hd__clkbuf_1 | 1 |
| sky130_fd_sc_hd__bufinv_16 | 3 |
| sky130_fd_sc_hd__clkinv_2 | 2 |
[power by group through the flow]
| stage | Sequential [W] | Combinational (W) | Clock, W |
|---|---|---|---|
| after CTS | 0.00653 | 0.00128 | 0.00692 |
| after global routing | 0.00657 | 0.00137 | 0.00718 |
| final | 0.00654 | 0.00124 | 0.00660 |
[worst min path at each step]
stage,startpoint,cells past startpoint,endpoint,slack (ns)
after global routing,clr,2,ALUIn1E[30],0.07
final,clr,2,ALUIn1E[30],0.08
after CTS,clr,2,ALUIn1E[30],0.05
[state kept, by name, indices dropped and copies added, names as in the netlist]
signal     cells
ALUInSelE      1
rtE            5
rdE            5
MtoRFSelE      1
SImmE         32
DMWEE          1
BranchE        1
rsE            5
ALUSelE        4
RFWEE          1
ALUIn1E       32
RFDSelE        1
PCp1E         32
DMdInE        32
[area by class of cell]
| type | instances | area, um2 |
|---|---|---|
| well taps | 396 | 495 |
| clock inverters | 7 | 115 |
| multi-input cells | 149 | 932 |
| flip-flops and latches | 153 | 3150 |
| fillers | 3242 | 22800 |
| inverters | 1 | 3.75 |
| repair buffers | 314 | 2430 |
| clock buffers | 22 | 484 |
Power figures rest on the tool's default switching activity, not on a simulated workload.

[run.sh]
#!/bin/bash
# OpenROAD 26Q1-2900-gdf79404cd8, Yosys 0.63+post, stock flow scripts
make -C /OpenROAD-flow-scripts/flow DESIGN_CONFIG=/design/flow/config.mk WORK_HOME=/design/flow/orfs finish
[config.mk]
export PLATFORM = sky130hd
export DESIGN_NAME = RegisterFile
export DESIGN_NICKNAME = RegisterFile
export VERILOG_FILES = /design/flow/design.v
export SDC_FILE = /design/flow/constraint.sdc
export NUM_CORES = 4
export LEC_CHECK = 1
export CORE_UTILIZATION = 40
export SYNTH_HDL_FRONTEND = slang
[constraint.sdc]
current_design RegisterFile

set clk_period 8.2
set clk_io_pct 0.2

create_clock -name clk0 -period $clk_period [get_ports {clk}]

set non_clock_inputs [all_inputs -no_clocks]
set_input_delay [expr $clk_period * $clk_io_pct] -clock clk0 $non_clock_inputs
set_output_delay [expr $clk_period * $clk_io_pct] -clock clk0 [all_outputs]
[design.v]
`timescale 1ns / 1ps
module RegisterFile  
 (input WriteEnable,clk, input [5-1:0] Read1,Read2,WriteReg,input[32-1:0] WriteData,output reg signed[32-1:0] ReadData1,
ReadData2
);
 reg[32-1:0] Register [0:63];
 initial
 $readmemb("RegisterFileData.mem",Register);
 always @ (posedge clk)
 begin
 if(WriteEnable)
  Register[WriteReg] <= WriteData;
 end
always @* begin
    ReadData1 = Register[Read1];  
    ReadData2 = Register[Read2];
   end
endmodule
==> Changelog: implementation <==
### Implementation results

* Status: finished, final reports clean
* Post-DR vias/cell at 6.02
* Final Hold Violating Endpoints at 0
* Crit path max fanout at 26
* CTS Root Cell: clkbuf_16
* TritonCTS clock tree: built
* Largest net degree at the start of global routing at 90
* Leading registers by flop count: Register: 1024 flops
* RSZ-0062 raised after global routing: false
* Tmin final at 6390 ps
* Final Slew Violations at 0
* Critical-path cell list: clkdlybuf4s50_1, nor2b_4, buf_4, a22o_1, nor3_1, a31oi_1, nand3_1, clkdlybuf4s50_1
* Slowest CP cell: clkdlybuf4s50_1
* Global-route wire length before repair at 223 mm
* Setup Slack @ Placement at 1860 ps
* Yosys top cell area share at 63.1%
* DR iter-0 viols at 2139
* Final TNS setup at 0 ps
* Ys flop type: edfxtp_1
* Bufs and invs on worst path at 3
* Hold crit path type: primary input to register
* Worst Path Class, Setup: primary input to output port
* Io pins at 113
* Largest cells by area after synthesis: edfxtp_1 (63%), mux2i_1 (21%), a22oi_1 (3.0%), a22o_1 (2.3%), nand3_1 (2.0%)
* Initial DRT Pass Iterations at 6
* Leak Pwr at 20.1 nW
* Startpoint Class: primary input
* Yosys cell types at 23
* Cycle use final at 77.9%
* DP Wirelength at 84.8 mm
* Worst slew margin at 39.8%
* Clk slew on worst S/H paths at 60 ps
* Via count at 31204
* Placer Congestion at 0.867
* Dpl cell area at 0.0520 sq mm
* Initial Util at 40.5%
* Synth warn at 0
* Top cell type by total area after synthesis: edfxtp_1
* Die Y at 351 microns
* # Post-CTS Setup Buffers at 0
* CTS Sinks at 1024
* Worst setup endpoint: ReadData2[9]
* Gr usage total at 27.3%
* Cell Pwr Density at 209 mW/mm^2
* Rows at 127
* Largest register FFs at 1024
* Final wirelength at 157 mm
* Synthesized area at 0.0488 sq mm
* Share of layout cells above drive strength 1 at 9.10%
* Initial antenna violation count at 5
* Tally of filler cells in the layout at 10488
* CTS max path bufs at 3
* Crit path launch: Read2[0]
* Avg Inst Size Synth at 14.4 sq um
* Most used cell, CP: clkdlybuf4s50_1
* Remaining Overflow, GRT at 0
* Buffers added on ports at 112
* CP Depth at 8
* Most flop-heavy register: Register
* Final Worst Setup Slack at 1810 ps
* Post-synth ARST share at 0%
* Synth Seq Share at 63.1%
* Synthesized instance count at 3385
* Max-cap violations at 0
* Post-CTS Resized at 0
* EDFF count, synth at 1024
* Syn-to-layout area delta at 13.3%
* # setup viols final at 0
* Req. time, crit path at 6560 ps
* Slowest stage delay, CP at 690 ps
* Avg WL per Cell at 30.2 microns
* Post-route DRC at 0
* Arrival time at the worst endpoint at 4750 ps
* Final Cell Area at 0.0552 sq mm
* Number of CTS-inserted buffers at 106
* Core ar. at 0.120 sq mm
* Chip area at 0.123 sq mm
* Yosys chip area at 0.0488 sq mm
* Antenna viol nets, final at 0
* Synthesized registers at 1024
* Tool Warnings at 26
* VDD IR-drop max at 184 uV
* H-tree levels at 3
* Die width at 351 microns
* Worst Tran Pin Value at 901 ps
* Endpoint class of the critical path: output port
* Top post-synthesis cells by count: edfxtp_1 (1024), mux2i_1 (1024), nand2_1 (194), nand3_1 (194)
* Vias in the first global route at 32052
* Achievable Freq at 157 MHz
* Worst path top cell family by delay: buffers and inverters
* Yosys stat cell total at 3385
* Hold Buf Count CTS at 0
==> how the worst min path moves through the flow <==
stage / from / slack (ps) / cells past startpoint / end
after CTS: WriteData[3] / 1730 / 2 / Register[26][3]
after global routing: WriteData[22] / 1770 / 2 / Register[28][22]
final: WriteData[3] / 1750 / 2 / Register[26][3]
==> cells by family after synthesis <==
kind of cell	synth area share [%]
AND-OR/OR-AND	8.05
AND/OR/NAND/NOR	4.72
flip-flops	63.1
multiplexers	21.0
buffers and inverters	3.16
==> per-stage QoR <==
step	power, W	hold slack, ps	util, %	std cells
floorplan	0.00656	1740	-	3385
global placement	0.00704	2470	43.1	4991
detailed placement	0.00704	2470	43.1	4991
CTS	0.0116	1730	45.9	5182
global route	0.0119	1770	45.9	5183
finish	0.0116	1750	45.9	5184
==> layer usage <==
layer	track usage [%]	wire length (microns)	share of wire, %	vias up
met1	35.3	56300	36	15464
li1	-	-	-	13600
met3	17.3	23500	15	299
met4	6.74	4700	3.0	10
met2	39.8	72100	46	1831
met5	0.903	97	0.062	-
==> cell type report <==
| cell class | instances | area [sq um] | share of cell area [%] |
|---|---|---|---|
| flip-flops and latches | 1024 | 30700 | 55.7 |
| repair buffers | 247 | 2410 | 4.36 |
| clock buffers | 140 | 2780 | 5.03 |
| multi-input cells | 2108 | 16800 | 30.4 |
| clock inverters | 51 | 494 | 0.895 |
| diodes | 2 | 5.00 | 0.00906 |
| well taps | 1612 | 2020 | 3.65 |
==> report_power, final <==
group          total (W)  switching, W  internal, W
registers        0.00585     0.0000246      0.00582
clock network    0.00462       0.00202      0.00261
logic            0.00109      0.000680     0.000410
total             0.0116       0.00272      0.00884
==> cells in the final DEF (no fill, tap or decap) <==
master	instances
nor2b_4	4
bufinv_16	7
or2_2	2
clkbuf_1	34
nand2_1	192
clkbuf_16	106
a22o_1	128
clkinv_2	13
buf_4	114
edfxtp_1	1024
nor3_1	64
or3b_2	4
nor2_4	34
inv_16	3
clkinv_16	1
a22oi_1	192
nand2_2	2
mux2i_1	1024
nand3b_1	5
clkinv_1	21
diode_2	2
buf_8	2
or3_1	1
a21oi_1	192
nand3_1	194
a31oi_1	64
nand2b_2	4
clkdlybuf4s50_1	110
inv_6	4
clkinvlp_4	2
and2_4	2
buf_12	21
Power figures rest on the tool's default switching activity, not on a simulated workload.
